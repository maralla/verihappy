## design/flow/config.mk

```make
export PLATFORM = sky130hd
export DESIGN_NAME = LCD1602
export DESIGN_NICKNAME = LCD1602
export VERILOG_FILES = /design/flow/design.v
export SDC_FILE = /design/flow/constraint.sdc
export NUM_CORES = 4
export LEC_CHECK = 1
export CORE_UTILIZATION = 30
```

## design/flow/constraint.sdc

```tcl
current_design LCD1602

set clk_period 2.6
set clk_io_pct 0.2

create_clock -name clk0 -period $clk_period [get_ports {clock_in}]

set non_clock_inputs [all_inputs -no_clocks]
set_input_delay [expr $clk_period * $clk_io_pct] -clock clk0 $non_clock_inputs
set_output_delay [expr $clk_period * $clk_io_pct] -clock clk0 [all_outputs]
```

## design/flow/design.v

```verilog
module LCD1602
(
		clock_in,
		reset_in, 
		lcd_data, 
		lcd_e,
		lcd_rw,
		lcd_rs 
);
input clock_in,reset_in;
output [7:0] lcd_data;
output lcd_e,lcd_rw,lcd_rs;
reg [7:0] lcd_data;
reg lcd_e,lcd_rw,lcd_rs;
reg [7:0] counter;
task execute;
input rs;
input [7:0] dat;
inout [7:0] state;
begin
	counter <= counter + 1;
	if (counter <= 2) begin
		lcd_rs <= rs;
		lcd_rw <= 0;
		lcd_e <= 1;
	end else if (counter <= 4)
		lcd_data <= dat;
	else if (counter <= 6)  
		lcd_e <= 0;
	else if (counter >= 100) begin
		counter <= 0;
		state <= state + 1;
	end
end
endtask
reg clk_div;
reg [31:0] acumm;
always @ (negedge reset_in, posedge clock_in) begin
	if (!reset_in) begin
		acumm <= 0;
		clk_div <= 0;
	end else if (acumm >= 240) begin
		clk_div <= !clk_div;
		acumm <= 0;
	end else begin
		acumm <= acumm + 1;
	end
end
reg [8:0] state;
always @ (negedge reset_in or posedge clk_div)
	if (!reset_in)	begin
		state <= 1;
		counter <= 0;
		lcd_e <= 0;
	end else
		case (state)
			1: execute(0, 8'h01, state);
			2: execute(0, 8'h38, state);		
			3: execute(0, 8'h06, state);
			4: execute(0, 8'h0C, state);
			5: execute(0, 8'h81, state);
			6: execute(1, 8'b01000001, state);
			7: execute(1, 8'b01000010, state);
			default:;				
		endcase
endmodule
```

## design/flow/run.sh

```bash
#!/bin/bash
# OpenROAD 26Q1-2900-gdf79404cd8, Yosys 0.63+post, stock flow scripts
make -C /OpenROAD-flow-scripts/flow DESIGN_CONFIG=/design/flow/config.mk WORK_HOME=/design/flow/orfs finish
```

==> metrics.csv <==
stage,metric,value,unit
clock_tree,Root Buffer,clkbuf_8,
floorplan,num ports,13,
synthesis,cells after synthesis,118,
sta,final hold viol count,0,
synthesis,Mux area share,0,%
routing,wire per inst,8.36,um
clock_tree,CTS tree,yes,
final_layout,non-filler instance count after layout,219,
setup_path,slowest cell delay on critical path,360,ps
global_route,Tot GR Track Use,8.11,%
synthesis,Synth warnings,1,
global_route,first-pass GRT wire length,3390,um
clock_tree,post_cts resized,0,
floorplan,fp util,32.1,%
clock_tree,Max Root-Sink Buffers,2,
power_and_ir_drop,VDD IR max,471,uV
clock_tree,worst skew pair latency,270,ps
final_layout,FF/Latch Area,0.00105,mm^2
final_layout,P&R area growth vs syn,15.1,%
sta,setup violators final,0,
sta,Worst Tran Pin Value,685,ps
final_layout,layout cells sized above 1,6.58,%
floorplan,Cell Rows,25,
synthesis,yosys cell count,118,
synthesis,distinct cell type count after synthesis,21,
placed_design,I/O Buffers,2,
setup_path,WP data arrival,1570,ps
sta,Tmin final,1420,ps
clock_tree,CTS buffer count,5,
routing,First DRT Iteration DRCs,7,
setup_path,Worst Setup SP,acumm[15],
routing,overall routed net length,1830,um
placed_design,post-placement cell count,211,
sta,clock skew,7.33,ps
synthesis,"XOR-XNOR Cells, Area Fraction",6.75,%
setup_path,crit-path max FO,9,
synthesis,AO/OA Area Share,1.53,%
global_route,pin count of the biggest net entering global routing,35,
synthesis,"top comb family, area",simple AND/OR/NAND/NOR gates,
sta,achievable clock frequency,705,MHz
floorplan,die y size,74.1,um
setup_path,CP Launch Type,flop,
min_path,worst hold-check path type,in2async,
synthesis,syn avg cell area,13.2,um^2
synthesis,Synth Seq Share,67.5,%
placed_design,GP Congestion,0.790,
synthesis,adder-cell share of the synthesized area,3.21,%
synthesis,Seq cells post-synth,42,
clock_tree,H-Tree Depth,2,
sta,Max-slew headroom,54.3,%
synthesis,"Chip Area, Yosys",0.00156,mm^2
setup_path,critical path cell sequence,nor4_1 -> and4_1 -> nand4_4 -> xor2_1,
floorplan,die area,0.00548,mm^2
setup_path,R2R Path Start,acumm[15],
sta,cycle use final,54.6,%
floorplan,Core Region,0.00485,mm^2
final_layout,fillers,455,
sta,setup_tns,0,ps
clock_tree,clock-pin slew on the worst setup and hold paths,60,ps
power_and_ir_drop,PD cells,500,mW/mm^2
routing,ANT nets after route,0,
final_layout,multi-input logic area,533,um^2
setup_path,Crit. End Element,flop,
flow_run,tool warnings,28,
outcome,status,"complete, no violations",
global_route,Overflow after GRT,0,
sta,"Slew Viols, Final",0,
placed_design,hpwl dp,1350,um
setup_path,Critical-path top delay cell,dfrtp_1,
clock_tree,CTS Hold Buffers Added,0,
synthesis,mapped cell area,0.00156,mm^2
sta,RSZ-0062 raised after global routing,no,
final_layout,final core utilization,37.0,%
sta,endpoints left unconstrained,9,
setup_path,CP Data Required Time,2750,ps
routing,Post-route DRC,0,
global_route,vias in the first global route,824,
synthesis,Basic Gates by Area,14.3,%
routing,drt pass-1 iters,4,
clock_tree,Post-CTS Setup Bufs,0,
routing,DR vias,813,
routing,n_diodes,0,
routing,vias per cell,3.71,
flow_run,# Max-Cap Violations,0,
power_and_ir_drop,Leak Pwr,0.837,nW
floorplan,Die X,74.1,um
sta,register pins left without a clock,9,
global_route,initial antenna violation count,0,
setup_path,WS Path Type,reg2reg,
==> cells in the mapped netlist <==
cell type | instances | area share [%]
nand3_1 | 6 | 1.9
ha_1 | 4 | 3.2
nor2_1 | 14 | 3.4
o21ai_0 | 2 | 0.64
nor4_1 | 5 | 2.0
nor4_2 | 2 | 1.6
and4_1 | 2 | 1.1
and3_1 | 2 | 0.80
nand4_1 | 2 | 0.80
xnor2_1 | 4 | 2.2
nand2_1 | 2 | 0.48
xor2_1 | 8 | 4.5
o311ai_0 | 1 | 0.56
nand2b_1 | 1 | 0.40
nor2b_1 | 1 | 0.40
nand4_4 | 1 | 1.4
a21oi_1 | 1 | 0.32
dfrtp_1 | 42 | 67
inv_1 | 6 | 1.4
conb_1 | 2 | 0.48
buf_4 | 10 | 4.8
==> metal layers <==
metal | part of all wire [%] | global-route usage, %
met1 | 47 | 12.2
met4 | 1.8 | 1.92
met3 | 3.4 | 1.65
met5 | 0 | 0
met2 | 48 | 12.6
==> state kept, by name (all words and copies together), names as in the netlist <==
signal and cells:
acumm 32, counter 8, clk_div 1, lcd_e 1
==> worst paths after layout <==
kind / endpoint / cells after the start / slack (ps)
setup / recovery: clk_div / 4 / 1180
min in group clk0: acumm[0] / 1 / 520
hold / removal: acumm[0] / 1 / 280
max in group asynchronous: acumm[8] / 1 / 1870
setup reg to reg: clk_div / 4 / 1180
hold reg to reg: acumm[0] / 1 / 520
==> cells in the final DEF (no fill, tap or decap), types with 3 or more instances in the layout <==
master / count
clkbuf_1: 3
clkbuf_8: 5
conb_1: 35
dfrtp_1: 42
ha_1: 4
inv_1: 6
nand3_1: 6
nor2_1: 14
nor4_1: 5
xnor2_1: 4
xor2_1: 8
==> cell families (layout without fill, tap and decap cells) <==
| kind of cell | count (synthesis) | after routing |
|---|---|---|
| compound gates | 4 | 4 |
| xor+xnor | 12 | 12 |
| fa+ha+maj | 4 | 4 |
| buf+inv | 16 | 17 |
| flops | 42 | 42 |
| other cells | 2 | 35 |
| simple gates | 38 | 38 |
==> final cells by class <==
| cell class | count | area share [%] |
|---|---|---|
| tap | 67 | 4.68 |
| inverter | 6 | 1.26 |
| clock buffer | 8 | 4.47 |
| multi-input combinational | 93 | 29.7 |
| timing repair buffer | 3 | 1.26 |
| sequential | 42 | 58.6 |
==> power breakdown <==
part,internal (mW),switching (mW)
combinational,0.00303,0.0168
clock,0.189,0.149
sequential,0.533,0.00591
total,0.725,0.171
==> worst max-delay path, delay by kind of cell, from the launching register on <==
kind	cells	cell delay, ps
flops	1	360
simple gates	3	760
xor+xnor	1	190
==> stage by stage <==
| step | hold WS (ps) | cell area [um^2] | power (mW) | setup slack, ps |
|---|---|---|---|---|
| after CTS | 303 | 1790 | 0.915 | 1140 |
| after global placement | 494 | 1710 | 0.569 | 1150 |
| after global routing | 344 | 1790 | 0.944 | 1040 |
| after floorplan | 224 | 1680 | 0.563 | 1360 |
| final | 283 | 1790 | 0.897 | 1180 |
| after detailed placement | 519 | 1710 | 0.570 | 1150 |
Power figures rest on the tool's default switching activity, not on a simulated workload.
