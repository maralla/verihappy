$ cat flow/config.mk
export PLATFORM = sky130hd
export DESIGN_NAME = counter
export DESIGN_NICKNAME = counter
export VERILOG_FILES = /design/flow/design.v
export SDC_FILE = /design/flow/constraint.sdc
export NUM_CORES = 4
export LEC_CHECK = 1
export CORE_UTILIZATION = 50
$ cat flow/constraint.sdc
current_design counter

set clk_period 5.1
set clk_io_pct 0.2

create_clock -name clk0 -period $clk_period [get_ports {clock}]

set non_clock_inputs [all_inputs -no_clocks]
set_input_delay [expr $clk_period * $clk_io_pct] -clock clk0 $non_clock_inputs
set_output_delay [expr $clk_period * $clk_io_pct] -clock clk0 [all_outputs]
$ cat flow/design.v
module counter(clock,reset,num,com);
input clock,reset;
output [7:0] num;
output [3:0] com;
show_number2 N2 (.clock(clock),.reset(reset),.num(num),.com(com));
endmodule
module show_number2(clock,reset,num,com);
input clock,reset;
output [7:0] num;
output [3:0] com;
function [7:0] to_number;
input [3:0] n;
begin
	case (n)
		0: to_number = 8'b00000011;
		1: to_number = 8'b10011111;
		2: to_number = 8'b00100101;
		3: to_number = 8'b00001101;
		4: to_number = 8'b10011001;
		5: to_number = 8'b01001001;
		6: to_number = 8'b01000001;
		7: to_number = 8'b00011111;
		8: to_number = 8'b00000001;
		9: to_number = 8'b00001001;
		default: to_number = 8'b11111111;
	endcase
end
endfunction
reg [7:0] num;
reg [3:0] com = 4'b1110;
reg trigger = 0;
reg [25:0] accum = 0;
reg [25:0] accum2 = 0;
wire pps = (accum == 0);
wire pps2 = (accum2 == 0);
always @(posedge clock) begin
    accum <= (pps ? 50000000 : accum) - 1;
	 accum2 <= (pps2 ? 20000 : accum2) - 1;
    if (pps2) begin
		trigger = !trigger;
    end
end
reg [1:0] cycle = 0;
reg [3:0] count = 0;
reg [3:0] n1 = 0;
reg [3:0] n2 = 0;
reg [3:0] n3 = 0;
reg [3:0] n4 = 0;
always @ (posedge trigger, negedge reset) begin
	if (!reset) begin
		n1 = 0;
		n2 = 0;
		n3 = 0;
		n4 = 0;
		count = 0;
		cycle = 0;
		com = 4'b1111;
	end else if (pps) begin
		if (count > 9) begin
			n2 = n2 + 1;
			if (n2 > 9) begin
				n2 = 0;
				n3 = n3 + 1;
				if (n3 > 9) begin
					n3 = 0;
					n4 = n4 + 1;
					if (n4 > 9) begin
						n4 = 0;
						n3 = 0;
						n2 = 0;
					end
				end
			end
			count = 0;
		end
		com = 4'b1110;
		num = to_number(count);
		n1 = count;
		count = count + 1;
	end else begin
	   case (cycle)
			0: begin com = 4'b1110; num = to_number(n1); cycle = 1; end
			1: begin com = 4'b1101; num = to_number(n2); cycle = 2; end
			2: begin com = 4'b1011; num = to_number(n3); cycle = 3; end
			3: begin com = 4'b0111; num = to_number(n4); cycle = 0; end
			default: cycle = 0;
		endcase
	end
end
endmodule
$ cat flow/run.sh
#!/bin/bash
# OpenROAD 26Q1-2900-gdf79404cd8, Yosys 0.63+post, stock flow scripts
make -C /OpenROAD-flow-scripts/flow DESIGN_CONFIG=/design/flow/config.mk WORK_HOME=/design/flow/orfs finish
==> run notes <==
yosys + openroad results -> # fillers=861, Cell Rows=35, Max clock buf depth=2, max-cap viol count=0, Worst Max-Slew Pin Slew=0.909 ns, ys flops=86, tool warnings=54, register area=0.00194 mm^2, drt drc=0, Setup Crit Path Kind=reg -> reg, Final Critical Period=2.80 ns, post-route ant nets=0, fmax=357 MHz, die area=0.0100 mm^2, WP data required=5.25 ns, Final Cycle Share=54.9%, RePlAce Congestion=0.853, Power per Cell Area=135 mW/mm^2, ratio of cells with drive above 1 in the final layout=6.58%, clock slew at reported path FFs=0.09 ns, CORE AREA=0.00928 mm^2, simple share=20.8%, register share after synthesis=40.3%, ys cells=535, Port Buffers=12, vias in the first global route=3212, largest net degree at the start of global routing=34, Num CTS Buffers=5, ys flop type=dfxtp_1, GRT Total Usage=19.0%, TritonCTS clock tree=built, post_cts resized=0, register pins left without a clock=33, status=completed, Yosys Chip Area=0.00480 mm^2, crit path max-delay cell type=or3_1, die width=100 um, grt ovf=0, crit path capture type=flip-flop, final hold vios=0, unrepaired setup endpoints after global routing=no, CP cell instances=or4_1, or4_4, or3_1, nand2_1, mux2i_1, Cell Type Count=55, Mapped Cells=535, initial antenna violation count=0, design area=0.00511 mm^2, root buf cell=clkbuf_8, worst hold-check path type=reg -> reg, wire per inst=13.0 um, IO Pins=14, Static Leak=2.02 nW, Finish-stage setup viols=0, first-pass GRT wire length=15.2 mm, synthesized cell area=0.00480 mm^2, Slew headroom=39.4%, yosys warns=1, FP Core Util=51.7%, Critical Path Start Type=flip-flop, Iter 0 DRT Violations=84, ao+oa area frac=16.1%, post-route setup TNS=0 ns, MUX share of area=2.66%, H-tree levels=2, XORs/XNORs by Area=6.38%, DP Wirelength=6.41 mm, via/cell ratio=5.45, # diodes=0, chip height=100 um, minimum hold slack=0.434 ns, Placed Instance Area=0.00501 mm^2, Multi-input gate area=0.00266 mm^2, count of library flops with an enable pin=8, max-slew violation total from the final report=0, Initial DRT Pass Iterations=4, Crit path arrival time=2.95 ns, synth-to-layout area growth=6.49%, vias post-DR=3604, maximum VDD drop=0.221 mV, hold buffer count at cts=0, Post-Route WL=8.62 mm, Critical Path Fanout Max=31, Main logic family=simple AND/OR/NAND/NOR gates, Post-CTS Setup Repair Bufs=0, skew final=0.00677 ns, Power Total=0.689 mW, endpoints left unconstrained=51, Post-Syn Area per Cell=8.98 um^2, largest stage delay on the critical path=0.76 ns, clk ins delay skew pair=0.30 ns, adder share=9.38%, async set-reset flop share out of synthesis=30.2%
[report_power, final]
| group | switching, mW | leakage (nW) | internal (mW) |
|---|---|---|---|
| registers | 0 | 0.850 | 0.415 |
| clock network | 0.125 | 0.0540 | 0.143 |
| logic | 0.00516 | 1.12 | 0.00117 |
| total | 0.130 | 2.02 | 0.559 |
[metal layers]
metal,up-vias,wire [um],GRT usage [%],share of wire (%)
li1,1903,-,-,-
met1,1657,4410,31.6,51
met2,39,3990,30.0,46
met3,5,142,1.13,1.6
met4,0,74,1.23,0.86
met5,-,0,0,0
[final cells by class]
class / instances / area share, %
Timing Repair Buffer: 16 / 2.94
Clock buffer: 5 / 1.35
Clock inverter: 2 / 0.685
Inverter: 27 / 1.98
Tap cell: 129 / 3.16
Sequential cell: 86 / 37.9
Multi-Input combinational cell: 396 / 52.0
[stage by stage]
| stage | utilization [%] | instances | setup WS (ns) |
|---|---|---|---|
| CTS | 55.1 | 661 | 2.30 |
| global placement | 54.0 | 654 | 2.38 |
| detailed placement | 54.0 | 654 | 2.34 |
| finish | 55.1 | 661 | 2.30 |
| floorplan | - | 535 | 2.66 |
| global route | 55.1 | 661 | 2.13 |
[cell usage after synthesis (all sizes together), types with 2 or more instances]
cell	count	area [um^2]
nor3	17	85.1
o41a	2	22.5
nand3	10	50.1
nand4b	5	43.8
o21ai	43	215
a211oi	5	37.5
o31ai	6	45.0
dfxtp	52	1040
o211ai	4	30.0
nor4	14	87.6
nand2b	19	119
or2	5	31.3
or4	15	120
mux2	6	67.6
a32o	2	20.0
dfrtp	22	551
dfstp	4	105
inv	27	101
ha	36	450
nand2	60	225
a31o	2	17.5
nor2	35	131
o41ai	5	43.8
edfxtp	8	240
buf	4	21.3
nor2b	5	31.3
clkbuf	22	82.6
mux2i	6	60.1
a21boi	4	30.0
a21oi	18	90.1
and3	2	12.5
o221ai	11	96.3
o22a	2	17.5
or3	3	18.8
xor2	18	158
o22ai	2	12.5
o221a	3	33.8
xnor2	17	149
[registers in the layout, summed over array words and instances, names as in the netlist]
signal      count
N2.cycle        2
N2.n2           4
N2.n1           4
N2.count        4
N2.accum       26
N2.accum2      26
N2.com          4
N2.n4           4
N2.trigger      1
N2.num          7
N2.n3           4
[worst max-delay path, delay by kind of cell, from the launching register on]
kind / cells / cell delay (ns)
DFF: 1 / 0.36
muxes: 1 / 0.08
and+or+nand+nor: 4 / 2.20
[path summary, 6_finish.rpt]
path	start	end	slack, ns	cells after the start
setup reg to reg	N2.accum[0]	N2.accum[7]	2.30	5
hold / removal	N2.accum2[0]	N2.accum2[0]	0.43	1
hold reg to reg	N2.accum2[0]	N2.accum2[0]	0.43	1
setup / recovery	N2.accum[0]	N2.accum[7]	2.30	5
[placed cells by master, fill, tap and decap left out, types with 5 or more instances in the layout]
cell type,n
nand2_1,60
dfxtp_1,52
o21ai_0,43
ha_1,36
nor2_1,35
inv_1,27
dfrtp_1,22
nand2b_1,19
xor2_1,18
a21oi_1,18
nor3_1,17
xnor2_1,17
nor4_1,14
or4_1,13
clkdlybuf4s50_1,12
o221ai_1,11
nand3_1,10
edfxtp_1,8
mux2i_1,6
mux2_2,6
o31ai_1,6
nand4b_1,5
or2_2,5
o41ai_1,5
nor2b_1,5
a211oi_1,5
clkbuf_8,5
[cells by family after synthesis]
family / Yosys count
and+or+nand+nor: 196
AOI/OAI and AO/OA: 116
DFF: 86
buffers and inverters: 53
adders and majority gates: 36
xor gates and xnor gates: 35
muxes: 12
other: 1
Power is estimated from default activity; no workload was simulated.
