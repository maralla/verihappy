==> flow/config.mk <==
export PLATFORM = sky130hd
export DESIGN_NAME = uart
export DESIGN_NICKNAME = uart
export VERILOG_FILES = /design/flow/design.v
export SDC_FILE = /design/flow/constraint.sdc
export NUM_CORES = 4
export LEC_CHECK = 1
export CORE_UTILIZATION = 50
==> flow/constraint.sdc <==
current_design uart

set clk_period 2.4
set clk_io_pct 0.2

create_clock -name clk0 -period $clk_period [get_ports {clock}]

set non_clock_inputs [all_inputs -no_clocks]
set_input_delay [expr $clk_period * $clk_io_pct] -clock clk0 $non_clock_inputs
set_output_delay [expr $clk_period * $clk_io_pct] -clock clk0 [all_outputs]
==> flow/design.v <==
module uart(clock,reset,led,led1,led2,tx);
input clock,reset;
output tx,led,led1,led2;
reg [31:0] delay;
reg active;
always @ (negedge reset, posedge clock) begin
	if (!reset) begin
		delay <= 0;
		active <= 0;
	end else begin
		if (delay == 24000000) begin
			delay <= 0;
			active <= !active;
		end else begin
			delay <= delay + 1;
		end
	end
end
reg [6:0] index;
reg [1:0] status;
reg [31:0] baudrate;
reg [31:0] cursor;
reg out;
wire [7:0] message [0:12];
assign message[0] = 104;
assign message[1] = 101;
assign message[2] = 108;
assign message[3] = 108;
assign message[4] = 111;
assign message[5] = 32;
assign message[6] = 119;
assign message[7] = 111;
assign message[8] = 114;
assign message[9] = 108;
assign message[10] = 100;
assign message[11] = 33;
assign message[12] = 10;
always @ (posedge active, posedge clock) begin
	if (active) begin
		baudrate <= 0;
		index <= 0;
		cursor <= 0;
		status <= 2'b01;
	end else begin
		if (baudrate == 5000) begin
			baudrate <= 0;
			case (status)
				2'b01: begin out <= 0; status <= 2'b11; end
				2'b10: begin
					out <= 1;
					if (cursor == 0) begin
						status <= 2'b00;
					end else begin
						status <= 2'b01;
					end
				end
				2'b11: begin
					out <= message[cursor][index];
					if (index == 7) begin
						index <= 0;
						status <= 4'b10;
						if (cursor == 12) begin
							cursor <= 0;
						end else begin
							cursor <= cursor + 1;
						end
					end else begin
						status <= 4'b11;
						index <= index + 1;
					end
				end
				default: begin out <= 1; status <= 4'b00; end
			endcase
		end else begin
			baudrate <= baudrate + 1;
		end
	end
end
assign tx = out;
endmodule
==> flow/run.sh <==
#!/bin/bash
# OpenROAD 26Q1-2900-gdf79404cd8, Yosys 0.63+post, stock flow scripts
make -C /OpenROAD-flow-scripts/flow DESIGN_CONFIG=/design/flow/config.mk WORK_HOME=/design/flow/orfs finish
==> run summary <==
Implementation progress

The maximum clock insertion buffer count stands at 2. Measured in cells, the most critical reg-to-reg path has a length of 7. Across every metal layer, demand over resource in global routing totals 0.202. The clock slew seen by the registers of the worst setup and hold paths stands at 100 ps. Setup repair after global routing left no endpoint under its margin. The number of clock sinks stands at 108. The CTS buffer count stands at 9. By area the synthesized netlist is led by sky130_fd_sc_hd__dfrtp_1 48%, sky130_fd_sc_hd__xnor2_1 9.1%, sky130_fd_sc_hd__xor2_1 5.4%. The via count of the first global-routing pass was 3704. The worst-case clock skew stands at 7.90 ps. The number of cells on the critical path stands at 7. The number of warnings reported in the stage logs is 30. The area fraction in and, or, nand and nor cells stands at 0.268. The count of buffering cells on the critical path with inverters included stands at 2. After global routing the overflow that remains totals 0. The cell count in the Yosys report stands at 535. Buffers placed on the I/O ports in this run total 2. The violation tally recorded at the end of detailed-routing iteration 0 is 124. The signal on the critical path passes through nor4b_1 -> buf_4 -> and4_2 -> and3_1 -> buf_4 -> nand4_1 -> xnor2_1. The endpoint arrival time on the critical path stands at 2410 ps. The distinct cell type count after synthesis stands at 53. The effective utilization at floorplan stands at 0.524. Per the detail_route report, routed wire per instance is 14.5 um. The initial antenna violation count was 0. In this run the layout overhead on the synthesized area is reported as 8.25%. The synthesis stat section lists a flop and latch total of 108.

The cell that appears most often on the critical path is sky130_fd_sc_hd__buf_4. The power report puts the leakage power at 2.69 nW. The final timing report lists a hold violation count of 0. The run finished with clean final reports.

The adder and majority gate portion of the synthesized area stands at 0.0206. The delay of the slowest cell on the worst path stands at 430 ps. After synthesis, the share of flip-flops with an asynchronous set or reset is 0.991. The post-route core utilization stands at 0.567. In the routed netlist, the antenna diode instances number 0. Per the post-synthesis report, the number of cells in the design is 535. The worst hold path belongs to the class flip-flop to async pin.

The vertical die dimension stands at 107 um. The remaining antenna violation count after routing stands at 0. Sorting the Yosys area breakdown by cell type puts at the top sky130_fd_sc_hd__dfrtp_1.

Broken down by cell family, the worst path's largest delay share belongs to simple AND/OR/NAND/NOR gates. According to the report, the first pass of detailed routing completed in 4 iterations. The run reported a max-capacitance violation count of 0. The clock period minus worst slack stands at 2160 ps. In this build the clock could be raised as far as 0.463 GHz.

The total cell area reported by yosys after synthesis stands at 5480 um2. At the end of routability-driven placement, the weighted congestion stood at 0.818. The number of H-tree levels stands at 3. For this run, the leading register cell type out of synthesis is sky130_fd_sc_hd__dfrtp_1. The worst endpoint required time stands at 2650 ps. The count of vias placed by the detailed router stands at 3893. For the worst reg-to-reg path, the startpoint reported by OpenROAD is baudrate[13].

The most frequently used library cell after synthesis is sky130_fd_sc_hd__dfrtp_1. The multiplexer share of the synthesized area stands at 0.0116. The final timing report gives a worst setup slack of 241 ps. The fraction of synthesized cell area in xor and xnor cells stands at 0.146.

Across all register-to-register paths, the minimum setup slack is 240 ps. The number of ports placed on the die boundary stands at 6. The share of the Yosys chip area taken by registers is 0.495. Dividing the final minimum period by the clock period gives 0.899.

The final setup violation count stands at 0. Per the post-place timing report, worst setup slack is 206 ps. The first global-routing pass estimated 17900 um of wire. The average cell area after synthesis stands at 10.2 um2. The worst setup path is of the flip-flop to flip-flop kind. The final layout report lists a filler cell count of 912.

Per the CTS log, the root buffer master is sky130_fd_sc_hd__clkbuf_8. TritonCTS built the clock tree. After routing, the total negative slack on setup checks comes to 0 ps.

The overall power stands at 0.00296 W. The largest driver fanout on the critical path stands at 10. The capture point of the critical path was reported as cursor[11]. The report lists the number of standard-cell rows as 37. The final timing report lists a max-slew violation count of 0. The number of hold buffers added after cts stands at 0.

Of the total synthesized cell area, the portion taken by AND-OR and OR-AND cells is 0.0349. OpenSTA lists the critical path startpoint as baudrate[13]. Measured along the x axis, the die boundary spans 107 um. STA classifies the critical path endpoint as a flip-flop.

The pin count of the biggest net entering global routing stands at 38. The overall die area stands at 11400 um2. The report lists the power per cell area as 499 nW/um2. Among the non-sequential cells, simple AND/OR/NAND/NOR gates take the most area. Yosys reports that the most numerous cell types are 106 x sky130_fd_sc_hd__dfrtp_1, 57 x sky130_fd_sc_hd__xnor2_1, 45 x sky130_fd_sc_hd__nor2_1. The slowest stage of the critical path belongs to the cell sky130_fd_sc_hd__dfrtp_1. The slew at the pin with the worst max-slew slack stands at 577 ps. The headroom to the max-slew limit stands at 0.614. Dividing the detail-routed via count by the number of cells gives 5.63. STA classifies the critical path startpoint as a flip-flop. The capture point of the worst register-to-register path is recorded as cursor[11]. Per the final layout report, the fraction of cells sized above drive strength 1 comes to 0.0937. The area of the core stands at 10500 um2. The number of synthesis warnings stands at 4. Clock latency on the worst-skew pair, taken at its later pin, is 370 ps. The cell area that synthesis handed to floorplanning was 5480 um2. Looking at the VDD voltage map, the peak drop is 0.000366 V. The routed design has 9990 um of wire. For this run, design rule violations remaining after detail routing come to 0. The portion of synthesized cell area occupied by the leading cell type stands at 0.484. The worst hold margin stands at 289 ps.

The count of flip-flops with a built-in enable after synthesis stands at 1. The post-DP HPWL stands at 6990 um.
-- repair_timing --
action / 4_1_cts / 5_1_grt
hold endpoints to repair: 0 / 0
buffers inserted: 0 / 0
gates resized: 0 / 1
setup endpoints to repair: 0 / 10
-- placed cells by master (no fill, tap or decap), drive strengths merged, types with 4 or more instances in the layout --
master | netlist | routed
and2 | 5 | 5
and3 | 30 | 30
and4 | 5 | 5
buf | 8 | 15
clkbuf | 7 | 10
dfrtp | 106 | 106
ha | 9 | 9
inv | 13 | 16
nand2 | 42 | 42
nand3 | 37 | 37
nand3b | 4 | 4
nand4 | 36 | 36
nor2 | 45 | 45
nor2b | 6 | 6
nor3 | 11 | 11
nor3b | 5 | 5
nor4 | 23 | 23
nor4b | 5 | 5
o21ai | 9 | 9
or2 | 4 | 4
xnor2 | 57 | 57
xor2 | 34 | 34
-- state kept, by name, indices dropped and copies added, names as in the netlist --
| name | count |
|---|---|
| delay | 32 |
| out | 1 |
| active | 1 |
| index | 7 |
| cursor | 32 |
| baudrate | 32 |
| status | 3 |
-- stage by stage --
step           area, um2  cells
4_1_cts             5920    691
3_3_place_gp        5720    675
3_5_place_dp        5720    675
2_1_floorplan       5490    537
5_1_grt             5930    691
6_report            5930    691
-- power breakdown --
| part | internal, W | total, W | leakage, nW | switching, W |
|---|---|---|---|---|
| Combinational | 0.00000248 | 0.0000127 | 1.11 | 0.0000103 |
| Sequential | 0.00182 | 0.00182 | 1.48 | 0 |
| Clock | 0.000496 | 0.00112 | 0.0992 | 0.000628 |
-- layout make-up --
cell class / instances / area, um2 / area share
clock buffer: 10 / 128 / 0.0215
timing repair buffer: 17 / 145 / 0.0245
multi-input combinational: 401 / 2660 / 0.448
clock inverter: 6 / 71.3 / 0.0120
sequential: 108 / 2710 / 0.457
tap: 136 / 170 / 0.0287
inverter: 13 / 48.8 / 0.00823
-- how the worst min path moves through the flow --
stage | start | end | slack (ps) | cells past startpoint
CTS | active | cursor[29] | 310 | 1
global route | active | cursor[29] | 340 | 1
finish | active | cursor[29] | 290 | 1
-- cells by family (layout without fill, tap and decap cells) --
kind of cell / count (synthesis) / count (layout)
AOI/OAI and AO/OA: 28 / 28
xor gates and xnor gates: 91 / 91
other: 1 / 3
DFF: 108 / 108
and+or+nand+nor: 264 / 264
buffers and inverters: 28 / 46
muxes: 6 / 6
adders and majority gates: 9 / 9
-- routing by layer --
metal	global-route usage	vias to the layer above	routed length, um
li1	-	1919	-
met1	0.338	1911	5080
met2	0.293	53	4410
met3	0.0403	10	375
met4	0.0294	0	131
met5	0	-	0
Power is estimated from default activity; no workload was simulated.
